$ cat flow/design.v
`timescale 1ns / 1ps
module GeAr_N20_R5_P5_with_recovery(
	input 		       clk,
    input  		[19:0] in1,
    input  		[19:0] in2,
    output reg  [20:0] res,
	output  		   if_error_delayed,
	output reg		   co1,
	output reg		   co2,
	output reg		   co3
    );
reg if_error_delayed_1, if_error_delayed_2;
wire cp2,cp3,if_error,if_error_1,if_error_2;
wire p5,p6,p7,p8,p9,p5p6,p7p8,p7p8p9;
wire p10,p11,p12,p13,p14,p10p11,p12p13,p12p13p14;
reg [9:0] sum1,sum2,sum3;
wire [9:0] in1c,in2c,in1cc,in2cc;
or  or_1 (p5,in1[5],in2[5]);
or  or_2 (p6,in1[6],in2[6]);
or  or_3 (p7,in1[7],in2[7]);
or  or_4 (p8,in1[8],in2[8]);
or  or_5 (p9,in1[9],in2[9]);
and and_1(p5p6,p5,p6);
and and_2(p7p8,p7,p8);
and and_3(p7p8p9,p7p8,p9);
and and_4(cp2,p5p6,p7p8p9); 
and and_5(if_error_1,cp2,co1);
always @ (posedge clk)
begin
	if_error_delayed_1 <= if_error_1;
end
or  or_6 (p10,in1[10],in2[10]);
or  or_7 (p11,in1[11],in2[11]);
or  or_8 (p12,in1[12],in2[12]);
or  or_9 (p13,in1[13],in2[13]);
or  or_10 (p14,in1[14],in2[14]);
and and_6(p10p11,p10,p11);
and and_7(p12p13,p12,p13);
and and_8(p12p13p14,p12p13,p14);
and and_9(cp3,p10p11,p12p13p14); 
and and_10(if_error_2,cp3,co2);
always @ (posedge clk)
begin
	if_error_delayed_2 <= if_error_2;
end	
or  or_11 (if_error_delayed,if_error_delayed_1,if_error_delayed_2);
assign in1c[9:0]  = {in1[14:6],if_error_delayed_1?1'b1:in1[5]};
assign in2c[9:0]  = {in2[14:6],if_error_delayed_1?1'b1:in2[5]};
assign in1cc[9:0] = {in1[19:11],if_error_delayed_2?1'b1:in1[10]};
assign in2cc[9:0] = {in2[19:11],if_error_delayed_2?1'b1:in2[10]};
always @ (*)
begin
	{co1,sum1[9:0]} 	= in1[ 9:0] + in2[ 9:0];
	{co2,sum2[9:0]} 	= in1c[9:0] + in2c[9:0];
	{co3,sum3[9:0]} 	= in1cc[9:0] + in2cc[9:0];
	res[20:0] 			= {co3,sum3[9:5],sum2[9:5],sum1[9:0]};
end
endmodule
$ cat flow/run.sh
#!/bin/bash
# OpenROAD 26Q1-2900-gdf79404cd8, Yosys 0.63+post, stock flow scripts
make -C /OpenROAD-flow-scripts/flow DESIGN_CONFIG=/design/flow/config.mk WORK_HOME=/design/flow/orfs finish
$ cat flow/config.mk
export PLATFORM = sky130hd
export DESIGN_NAME = GeAr_N20_R5_P5_with_recovery
export DESIGN_NICKNAME = GeAr_N20_R5_P5_with_recovery
export VERILOG_FILES = /design/flow/design.v
export SDC_FILE = /design/flow/constraint.sdc
export NUM_CORES = 4
export LEC_CHECK = 1
export CORE_AREA = 10 10 94 94
export DIE_AREA = 0 0 104 104
$ cat flow/constraint.sdc
current_design GeAr_N20_R5_P5_with_recovery

set clk_period 8.4
set clk_io_pct 0.2

create_clock -name clk0 -period $clk_period [get_ports {clk}]

set non_clock_inputs [all_inputs -no_clocks]
set_input_delay [expr $clk_period * $clk_io_pct] -clock clk0 $non_clock_inputs
set_output_delay [expr $clk_period * $clk_io_pct] -clock clk0 [all_outputs]
==> flow_summary.rst <==
Run summary
-----------

.. list-table::
   :header-rows: 1

   * - Metric
     - Value
   * - Min Clock Period, post-route
     - 5.80 ns
   * - Top area cells in the synthesized netlist
     - sky130_fd_sc_hd__ha_1, sky130_fd_sc_hd__inv_1, sky130_fd_sc_hd__xnor2_1
   * - Critical path capture point type
     - primary output
   * - Post-Syn Area per Cell
     - 7.41 µm²
   * - Overflow left after global routing
     - 0
   * - Cell row count
     - 30
   * - Crit Reg-Reg Startpoint
     - if_error_delayed_1
   * - Final Max Tran Viols
     - 0
   * - End of the worst register-to-register path
     - if_error_delayed_2
   * - # port buffers
     - 65
   * - Post-CTS setup buffers
     - 0
   * - Global-route usage over all layers
     - 6.42%
   * - Post-synth tally of flip-flops with integrated enable
     - 0
   * - Cell area after technology mapping
     - 1170 µm²
   * - HPWL reported at the end of detailed placement
     - 3.30 mm
   * - Logic area
     - 1020 µm²
   * - Flop and latch count out of synthesis
     - 2
   * - Filler cell count
     - 753
   * - Cell type of the slowest stage on the worst timing path
     - sky130_fd_sc_hd__clkdlybuf4s50_1
   * - Post-detailed-route DRC marker count
     - 0
   * - CTS Root Buffer Type
     - sky130_fd_sc_hd__clkbuf_8
   * - Final clock skew
     - 0.00105 ns
   * - Die H
     - 104 µm
   * - Chip Footprint
     - 10,800 µm²
   * - Routed wire per std cell
     - 11.2 µm
   * - Core Region
     - 6830 µm²
   * - Ys cells
     - 158
   * - DIE WIDTH
     - 104 µm
   * - Iteration tally of the first detailed-router pass
     - 4
   * - Number of I/O pins
     - 66
   * - Clock tree from TritonCTS
     - built
   * - Total number of clock tree sinks
     - 2
   * - Slowest Stage Delay on Critical Path
     - 0.49 ns
   * - Count of antenna diodes in the layout
     - 0
   * - Critical Path RT
     - 6.72 ns
   * - Clock latency of the later-clocked register in the worst-skew pair
     - 0.21 ns
   * - Worst vdd rail ir drop
     - 0.0000320 V
   * - Type of the most critical hold path
     - reg2reg
   * - Max_cap viols
     - 0
   * - Residual antenna-violating net count after detailed routing
     - 0
   * - Share of flip-flops with an asynchronous set or reset after synthesis
     - 0%
   * - Worst-case register-to-register setup slack
     - 7.11 ns
   * - Routed Wire Length
     - 3.61 mm
   * - Tool warning count
     - 35
   * - Register area
     - 40.0 µm²
   * - Source of the worst hold timing path
     - if_error_delayed_1
   * - Initial DRC count
     - 34
   * - Number of buffers inserted by hold repair at cts
     - 0
   * - Ys Warns
     - 1
   * - Kind of critical path
     - in2out
   * - Ratio of routed vias to standard cells
     - 3.88
   * - Status
     - finished, final reports clean
   * - Fin Setup TNS
     - 0 ns
   * - Worst hold path endpoint
     - if_error_delayed_2
   * - Fraction of the core area occupied by cells at floorplan
     - 17.1%
   * - Largest driver fanout on the critical path
     - 3
   * - Fraction of final layout cells sized beyond drive strength 1
     - 5.33%
   * - Transition at the pin with the smallest max-transition slack
     - 0.305 ns
   * - Growth of design area from synthesis to finish
     - 68.7%
   * - Number of global-route vias before repair
     - 1,273
   * - Max_slew headroom
     - 79.5%
   * - Clock buffer depth
     - 2
   * - Pin count of the biggest net entering global routing
     - 7
   * - Total CTS buffers
     - 3
   * - RSZ-0062 raised after global routing
     - no
   * - Peak clock frequency supported by timing
     - 172 MHz
   * - Final Wtd Congestion
     - 0.790
   * - Post-cts sizing count
     - 0
   * - Vias
     - 1,244
   * - First-pass GRT wire length
     - 6.01 mm
   * - Static leakage power
     - 0.926 nW
   * - Register area share after synthesis
     - 3.42%
   * - Count of H-tree levels built during CTS
     - 1
   * - Final Hold Fails
     - 0
   * - Most frequent cell after synthesis
     - sky130_fd_sc_hd__ha_1
   * - Clock-pin slew on the worst setup and hold paths
     - 0.03 ns
   * - Synthesized instance count
     - 158
   * - Final setup violation count
     - 0
   * - Number of antenna violations at the first check in global routing
     - 0
   * - Top post-synthesis cells by count
     - sky130_fd_sc_hd__ha_1, sky130_fd_sc_hd__inv_1, sky130_fd_sc_hd__a21oi_1, sky130_fd_sc_hd__nor2_1, sky130_fd_sc_hd__xnor2_1
   * - Distinct cell type count of the synthesized netlist
     - 32
   * - Predominant post-synthesis flop cell
     - sky130_fd_sc_hd__dfxtp_1
   * - Worst EP arrival
     - 4.12 ns
   * - Fraction of synthesized cell area taken by the top area cell type
     - 32.1%
   * - Post-layout period usage of the worst path
     - 69.0%
   * - Top cell type by total area after synthesis
     - sky130_fd_sc_hd__ha_1
   * - Top Family by Delay on Critical Path
     - buffers and inverters
   * - Critical path, cell by cell
     - clkdlybuf4s50_1 -> ha_1 -> inv_1 -> fa_1 -> nor2b_1 -> o21ai_0 -> a21oi_1 -> o21ai_0 -> xnor2_1 -> clkdlybuf4s50_1
   * - Setup crit start kind
     - primary input
   * - Power, Total
     - 0.185 mW
   * - Number of stages on the worst hold path
     - 5
   * - Combined buffer and inverter count along the critical path
     - 3
   * - Worst reg2reg path depth
     - 5
   * - Total cell area reported by yosys after synthesis
     - 1170 µm²
   * - Ratio of total power to cell area
     - 93.8 nW/µm²
[power by group]
| group | switching, mW | internal, mW |
|---|---|---|
| clock network | 0.00745 | 0.0303 |
| logic | 0.0495 | 0.0876 |
| registers | 0.000256 | 0.0102 |
[sequential cells by signal (all words and copies together), names as in the netlist]
| register | flops |
|---|---|
| if_error_delayed_1 | 1 |
| if_error_delayed_2 | 1 |
[worst max-delay path by stage]
stage / start / end / slack (ns) / cells after the start
after global routing: in1[0] / res[8] / 2.34 / 10
final: in1[0] / res[8] / 2.60 / 10
after CTS: in1[0] / res[8] / 2.57 / 10
[cell families after synthesis]
family / count (synthesis) / share of synthesized area [%]
xor+xnor: 17 / 12.7
fa+ha+maj: 31 / 33.8
flops: 2 / 3.42
simple gates: 36 / 15.8
compound gates: 43 / 24.7
buf+inv: 29 / 9.62
[cell usage in the layout, fill, tap and decap left out, types with 3 or more instances in the layout]
master | Yosys | routed
sky130_fd_sc_hd__nand2_1 | 7 | 7
sky130_fd_sc_hd__xor2_1 | 6 | 6
sky130_fd_sc_hd__clkbuf_8 | 0 | 3
sky130_fd_sc_hd__nor2_1 | 11 | 11
sky130_fd_sc_hd__nor3_1 | 4 | 4
sky130_fd_sc_hd__a21o_1 | 4 | 4
sky130_fd_sc_hd__nor2b_1 | 4 | 4
sky130_fd_sc_hd__a21oi_1 | 17 | 17
sky130_fd_sc_hd__o21ai_0 | 9 | 9
sky130_fd_sc_hd__xnor2_1 | 11 | 11
sky130_fd_sc_hd__clkdlybuf4s50_1 | 0 | 65
sky130_fd_sc_hd__inv_1 | 28 | 28
sky130_fd_sc_hd__a31oi_1 | 3 | 3
sky130_fd_sc_hd__ha_1 | 30 | 30
[worst register-to-register path: cells and delay by family, from the launching register on]
kind | cells | cell delay [ns]
DFF | 1 | 0.30
and+or+nand+nor | 1 | 0.08
AOI/OAI and AO/OA | 4 | 0.78
[layout make-up]
class | instances | area share [%]
well taps | 96 | 6.08
multi-input cells | 127 | 51.6
clock buffers | 3 | 2.09
inverters | 28 | 5.32
flip-flops and latches | 2 | 2.03
repair buffers | 65 | 32.9
[per-stage QoR]
| stage | std cells | area (µm²) | hold slack, ns | utilization, % | worst slack, ns |
|---|---|---|---|---|---|
| 5_1_grt | 321 | 1980 | 1.20 | 28.9 | 2.34 |
| 3_5_place_dp | 318 | 1930 | 1.05 | 28.3 | 2.57 |
| 2_1_floorplan | 158 | 1170 | 0.910 | - | 3.73 |
| 3_3_place_gp | 318 | 1930 | 1.04 | 28.3 | 2.56 |
| 4_1_cts | 321 | 1980 | 1.06 | 28.9 | 2.57 |
| 6_report | 321 | 1980 | 1.04 | 28.9 | 2.60 |
[routing by layer]
| metal | share of wire (%) | up-vias | routed length [µm] | global-route usage [%] |
|---|---|---|---|---|
| met2 | 49 | 27 | 1780 | 11.4 |
| li1 | - | 675 | - | - |
| met5 | 0 | - | 0 | 0 |
| met3 | 4.9 | 2 | 177 | 1.25 |
| met4 | 0.94 | 0 | 34 | 0.895 |
| met1 | 45 | 540 | 1610 | 7.92 |
Power and IR drop assume default switching activity.
