$ cat flow/run.sh
#!/bin/bash
# OpenROAD 26Q1-2900-gdf79404cd8, Yosys 0.63+post, stock flow scripts
make -C /OpenROAD-flow-scripts/flow DESIGN_CONFIG=/design/flow/config.mk WORK_HOME=/design/flow/orfs finish
$ cat flow/config.mk
export PLATFORM = sky130hd
export DESIGN_NAME = ETM_Multiplier
export DESIGN_NICKNAME = ETM_Multiplier
export VERILOG_FILES = /design/flow/design.v
export SDC_FILE = /design/flow/constraint.sdc
export NUM_CORES = 4
export LEC_CHECK = 1
export CORE_UTILIZATION = 50
$ cat flow/constraint.sdc
current_design ETM_Multiplier

set clk_period 10.8
set clk_io_pct 0.2

create_clock -name clk0 -period $clk_period

set non_clock_inputs [all_inputs -no_clocks]
set_input_delay [expr $clk_period * $clk_io_pct] -clock clk0 $non_clock_inputs
set_output_delay [expr $clk_period * $clk_io_pct] -clock clk0 [all_outputs]
$ cat flow/design.v
module ETM_Multiplier
 #(parameter W=24) (
        input wire [W-1:0] in1,
        input wire [W-1:0] in2,
       output wire [2*W-1:0] res
    );
generate
 genvar i;
  if (W%2==0) begin
       wire [(W>>1)-1:0] L_in1;
      wire [(W>>1)-1:0] R_in1;
      wire [(W>>1)-1:0] L_in2;
      wire [(W>>1)-1:0] R_in2;
      assign L_in1 = in1[W-1:(W>>1)];
      assign R_in1 = in1[(W>>1)-1:0];
      assign L_in2 = in2[W-1:(W>>1)];
      assign R_in2 = in2[(W>>1)-1:0];
      wire [(W>>1)-1:0] LowerOrTemp;
      wire [W-1:0] mux_LowerPart;
      wire [W-1:0] accurate_LowerPart;
      wire [W-1:0] approx_LowerPart;
      wire [W-1:0] accurate_UpperPart;
      wire UpperPartControlOR;
      assign UpperPartControlOR = |(L_in1|L_in2);
      assign LowerOrTemp [(W>>1)-1] = in1[(W>>1)-1] | in2[(W>>1)-1];
        genvar i;
        for (i = 0; i < ((W>>1)-1); i = i + 1)
        begin : LOWER_OR_BLK
          assign LowerOrTemp [i] = LowerOrTemp [i+1] | in1[i] | in2[i];
        end
      assign approx_LowerPart = {LowerOrTemp,{(W>>1){LowerOrTemp[0]}}};
      assign accurate_LowerPart = (R_in1*R_in2);
      assign accurate_UpperPart = (L_in1*L_in2);
      assign mux_LowerPart = (UpperPartControlOR) ? approx_LowerPart : accurate_LowerPart;
      assign res = {accurate_UpperPart,mux_LowerPart};
  end else begin
      localparam LPL= 1+(W>>1);
      localparam HPL= W-(W>>1)-1;
      wire [HPL-1:0] L_in1;
      wire [LPL-1:0] R_in1;
      wire [HPL-1:0] L_in2;
      wire [LPL-1:0] R_in2;
      assign L_in1 = in1[W-1:HPL];
      assign R_in1 = in1[LPL-1:0];
      assign L_in2 = in2[W-1:HPL];
      assign R_in2 = in2[LPL-1:0];
      wire [LPL-1:0] LowerOrTemp;
      wire [2*LPL-1:0] mux_LowerPart;
      wire [2*LPL-1:0] accurate_LowerPart;
      wire [2*LPL-1:0] approx_LowerPart;
      wire [2*HPL-1:0] accurate_UpperPart;
      wire UpperPartControlOR;
      assign UpperPartControlOR = |(L_in1|L_in2);
      assign LowerOrTemp [LPL-1] = in1[LPL-1] | in2[LPL-1];
        for (i = 0; i < (LPL-1); i = i + 1)
        begin : LOWER_OR_BLK
          assign LowerOrTemp [i] = LowerOrTemp [i+1] | in1[i] | in2[i];
        end
      assign approx_LowerPart = {LowerOrTemp,{LPL{LowerOrTemp[0]}}};
      assign accurate_LowerPart = (R_in1*R_in2);
      assign accurate_UpperPart = (L_in1*L_in2);
      assign mux_LowerPart = (UpperPartControlOR) ? approx_LowerPart : accurate_LowerPart;
      assign res = {accurate_UpperPart,mux_LowerPart};
  end
endgenerate
endmodule
==> changes_impl.md <==
## Implementation

- Final HPWL from detailed placement: 18.12 mm
- Post-synthesis area per instance: 8.186 sq um
- Global-route wire length before repair: 36.56 mm
- Cell Rows: roughly 50
- Post-synthesis instance total: 1184
- Initial antenna violation count: 0
- Tool Warnings: 32
- Die width: roughly 140 um
- CP required: about 8600 ps
- Max frequency: approximately 0.096 GHz
- Flop count: 0
- Pre-CTS WS: between 300 and 400 ps
- IO Count: about 96
- Die y size: 141.2 um
- Buf+Inv Stages, Crit Path: 5
- Area delta synth->final: 12.19%
- # Post-CTS Setup Buffers: 0
- DIE AREA: 19940 sq um
- Synth Cell Area: about 9700 sq um
- Yosys stat area: just under 10000 sq um
- RSZ-0062 raised after global routing: no
- # diodes: 0
- Max-Slew Margin vs Limit: between 50% and 60%
- Final count of negative-setup-slack endpoints: 0
- Aggregate negative setup slack: 0 ps
- CP dominant cell by count: fa_1
- CP delay by family, top: adder cells
- Synth warnings: 0
- Vias: 7615
- WL final: about 21 mm
- Routability Congestion: between 0.8 and 0.9
- Synth Seq Share: 0%
- Fin. Hold Viols: 0
- Filler instances: 1761
- WL met2: 9.797 mm
- Met1 wire length: just over 10 mm
- Layout cells sized above 1: under 10%
- Worst setup SP type: input pin
- Crit path cell chain: clkdlybuf4s50_1 > nand2_1 > fa_1 > fa_1 > fa_1 > inv_1 > fa_1 > inv_1 > fa_1 > inv_1 > ha_1 > nor4_1 > o21ai_0 > and3_1 > nor3_1 > nor3b_1 > a211oi_1 > xnor2_1 > clkdlybuf4s50_1
- Critical path class: input pin to output pin
- Largest net degree at the start of global routing: 27
- Pleak: 5.688 nW
- Sequential Area: 0 sq um
- CP Max Fanout: 13
- Port-buffer cells: roughly 96
- Initial Util: 51.47%
- Routed Antenna Nets: 0
- Yosys cell count: between 1k and 1.5k
- Hold/Removal Path Class: input pin to output pin
- Pwr/cell area: between 200 and 250 nW/um^2
- Least-Margin Pin Slew: ~730 ps
- Core box area: between 15000 and 20000 sq um
- Grt total ovfl: 0
- Gr usage total: approximately a quarter
- Crit path time final: roughly 10000 ps
- CP max stage cell: clkdlybuf4s50_1
- Initial DRC Count: about 270
- Number of global-route vias before repair: ~7.6k
- Setup ws final: between 300 and 400 ps
- Status: finished clean
- Metal3 WL: around 900 um
- Final Cycle Share: 96.60%
- DR WL/cell: 13.95 um
- Cell Type Count: around 50
- Worst vdd ir: between 0.3 and 0.4 mV
- Setup crit end kind: output pin
- WP data arrival: about 8300 ps
- Uppermost layer routed: met4
- Largest stage delay on the critical path: just under 800 ps
- Drt drc: 0
- Final Util: around 58%
- DRT Pass-1 Iters: 4
- Final Max Slew Viols: 0
- Final Total Pwr: between 2 and 2.5 mW
- Total of max-cap violations: 0
- Clock buffers: 0
- Vias per std cell: between 5 and 6
final cells by class:
class                      count  area [sq um]  area share, %
tap                          260         325.3          2.992
timing repair buffer         108          1056          9.712
inverter                     275          1032          9.494
multi-input combinational    857          8459          77.80
synth_stat cells, drive strengths merged (4+ instances only):
library cell	n	area (sq um)
inv	275	1032
nand2	215	807.0
fa	200	4004
ha	124	1551
and2	105	656.9
clkbuf	50	187.7
a21oi	37	185.2
o21ai	22	121.4
xnor2	21	183.9
nor2	18	67.56
xor2	14	122.6
a21o	12	90.09
nor4	12	75.07
a211oi	6	45.04
a31oi	6	37.54
nand2b	6	37.54
nor3	6	41.29
and3	4	25.02
nand3	4	25.02
nand4	4	25.02
placed cells by master (no fill, tap or decap), types with 5 or more instances in the layout:
cell type,count
a211oi_1,6
a21o_1,12
a21oi_1,37
a31oi_1,6
and2_1,105
buf_4,12
clkdlybuf4s50_1,94
fa_1,200
ha_1,124
inv_1,275
nand2_1,215
nand2b_1,6
nor2_1,17
nor3_1,5
nor4_1,12
o21ai_0,16
xnor2_1,21
xor2_1,14
cell families (layout without fill, tap and decap cells):
logic type | Yosys count | after routing | share of synthesized area (%)
AND/OR/NAND/NOR | 389 | 389 | 19.48
adder cells (fa/ha/maj) | 324 | 324 | 57.32
XOR/XNOR | 35 | 35 | 3.163
buffers and inverters | 327 | 383 | 12.74
AND-OR/OR-AND | 109 | 109 | 7.294
through the flow:
stage | instance area (sq um) | cells | hold slack (ps)
2_1_floorplan | 9692 | 1184 | 4386
3_3_place_gp | 10870 | 1500 | 5631
3_5_place_dp | 10870 | 1500 | 5636
4_1_cts | 10870 | 1500 | 5636
5_1_grt | 10870 | 1500 | 5468
6_report | 10870 | 1500 | 5400
power breakdown:
group	switching, mW	total (mW)	internal [mW]
clock network	0	0	0
registers	0	0	0
logic	1.22	2.43	1.21
tightest hold or removal path: stages:
cell,delay (ps)
dlymetal6s2s_1,300
nor3_1,250
a22oi_1,110
clkdlybuf4s50_1,420
what timing repair did:
item,in CTS,in global routing
hold buffers,0,0
resized,0,3
endpoints found under the setup margin,0,1
path summary, 6_finish.rpt:
| path | slack [ps] | start | cells after the start | end |
|---|---|---|---|---|
| worst max-delay path | 370 | in2[15] | 19 | res[47] |
| worst min-delay path | 5400 | in2[3] | 4 | res[15] |
metal layers:
metal / vias to the layer above / track usage (%)
li1: 3692 / -
met1: 3735 / 41.40
met2: 179 / 37.15
met3: 9 / 2.976
met4: 0 / 1.087
met5: - / 0
No activity file was given, so power comes from the tool's default toggle rates.
