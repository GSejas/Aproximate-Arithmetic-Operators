<file path="run.sh">
#!/bin/bash
# OpenROAD 26Q1-2900-gdf79404cd8, Yosys 0.63+post, stock flow scripts
make -C /OpenROAD-flow-scripts/flow DESIGN_CONFIG=/design/flow/config.mk WORK_HOME=/design/flow/orfs finish
</file>
<file path="config.mk">
export PLATFORM = sky130hd
export DESIGN_NAME = ACA_I_N32_Q8
export DESIGN_NICKNAME = ACA_I_N32_Q8
export VERILOG_FILES = /design/flow/design.v
export SDC_FILE = /design/flow/constraint.sdc
export NUM_CORES = 4
export LEC_CHECK = 1
export CORE_UTILIZATION = 30
</file>
<file path="constraint.sdc">
current_design ACA_I_N32_Q8

set clk_period 3.1
set clk_io_pct 0.2

create_clock -name clk0 -period $clk_period

set non_clock_inputs [all_inputs -no_clocks]
set_input_delay [expr $clk_period * $clk_io_pct] -clock clk0 $non_clock_inputs
set_output_delay [expr $clk_period * $clk_io_pct] -clock clk0 [all_outputs]
</file>
<file path="design.v">
`timescale 1ns / 1ps
module ACA_I_N32_Q8(
    input [31:0] in1,
    input [31:0] in2,
    output [32:0] res
    );
wire [8:0] temp1,temp2,temp3,temp4,temp5,temp6,temp7,temp8,temp9,temp10;
wire [8:0] temp11,temp12,temp13,temp14,temp15,temp16,temp17,temp18,temp19;
wire [8:0] temp20,temp21,temp22,temp23,temp24,temp25;
assign temp1[8:0] = in1[7:0] + in2[7:0];
assign temp2[8:0] = in1[8:1] + in2[8:1];
assign temp3[8:0] = in1[9:2] + in2[9:2];
assign temp4[8:0] = in1[10:3] + in2[10:3];
assign temp5[8:0] = in1[11:4] + in2[11:4];
assign temp6[8:0] = in1[12:5] + in2[12:5];
assign temp7[8:0] = in1[13:6] + in2[13:6];
assign temp8[8:0] = in1[14:7] + in2[14:7];
assign temp9[8:0] = in1[15:8] + in2[15:8];
assign temp10[8:0] = in1[16:9] + in2[16:9];
assign temp11[8:0] = in1[17:10] + in2[17:10];
assign temp12[8:0] = in1[18:11] + in2[18:11];
assign temp13[8:0] = in1[19:12] + in2[19:12];
assign temp14[8:0] = in1[20:13] + in2[20:13];
assign temp15[8:0] = in1[21:14] + in2[21:14];
assign temp16[8:0] = in1[22:15] + in2[22:15];
assign temp17[8:0] = in1[23:16] + in2[23:16];
assign temp18[8:0] = in1[24:17] + in2[24:17];
assign temp19[8:0] = in1[25:18] + in2[25:18];
assign temp20[8:0] = in1[26:19] + in2[26:19];
assign temp21[8:0] = in1[27:20] + in2[27:20];
assign temp22[8:0] = in1[28:21] + in2[28:21];
assign temp23[8:0] = in1[29:22] + in2[29:22];
assign temp24[8:0] = in1[30:23] + in2[30:23];
assign temp25[8:0] = in1[31:24] + in2[31:24];
assign res[32:0] = {temp25[8:7],temp24[7],temp23[7],temp22[7],temp21[7],temp20[7],temp19[7],temp18[7],temp17[7],temp16[7],temp15[7],temp14[7],temp13[7],temp12[7],temp11[7],temp10[7],temp9[7],temp8[7],temp7[7],temp6[7],temp5[7],temp4[7],temp3[7],temp2[7],temp1[7:0]};
endmodule
</file>
==> flow_metrics.env <==
# flow metrics
export IMPL_status="completed"
export IMPL_die_y_um=88.9
export IMPL_vias_per_cell=5.27
export IMPL_timing_critical_path_fanout_max=3
export IMPL_avgSynthCellArea_um2=6.80
export IMPL_hold_path_startpoint="in2[5]"
export IMPL_worst_pin_slew_ps=278
export IMPL_power_static_leakage_uw=0.00210
export IMPL_grt_max_degree=14
export IMPL_areaGrowthSynthToFinish_pct=107
export IMPL_layout_worst_path_cycle_share_pct=98.6
export IMPL_gr_total_overflow=0
export IMPL_floorplanUtilization_pct=31.0
export IMPL_yosys_warnings=0
export IMPL_final_min_clock_period_ps=3060
export IMPL_gr_usage_all_layers_pct=19.3
export IMPL_p_seq_share_pct=0
export IMPL_yosysSeqAreaShare_pct=0
export IMPL_portBuffers=97
export IMPL_slew_violations=0
export IMPL_layout_cells_most_common="sky130_fd_sc_hd__buf_4"
export IMPL_final_cell_mix="sky130_fd_sc_hd__buf_4 (110), sky130_fd_sc_hd__dlygate4sd2_1 (61), sky130_fd_sc_hd__a21oi_1 (26), sky130_fd_sc_hd__clkdlybuf4s50_1 (25), sky130_fd_sc_hd__ha_4 (24)"
export IMPL_layout_area_seq_um2=0
export IMPL_pwr_cell_area_nw_per_um2=217
export IMPL_comb_area_um2=2690
export IMPL_netSwitchingFraction_pct=40.8
export IMPL_total_half_perimeter_wirelength_after_legalization_and_detailed_placement_mm=5.85
export IMPL_timing_critical_path_from_type="input port"
export IMPL_n_fill_cell=601
export IMPL_worst_hold_path_type="input port to primary output"
export IMPL_capturing_element_type_of_the_critical_path="primary output"
export IMPL_worst_endpoint_required_ps=2480
export IMPL_max_vdd_ir_drop_mv=0.0997
export IMPL_floorplan_io_pins=97
export IMPL_worst_endpoint_arrival_ps=2440
export IMPL_openroad_warnings=33
export IMPL_die_w_um=88.9
export IMPL_power_report_internal_total_uw=600
export IMPL_drt_pass1_iterations=4
export IMPL_max_cap_violations=0
export IMPL_floorplan_core_area_um2=7290
export IMPL_detail_route_wirelength_mm=7.85
export IMPL_comb_power_share_pct=100.0
export IMPL_die_area_um2=7900
export IMPL_yosys_stat_cells=333
export IMPL_grt_pass1_vias=2910
export IMPL_slew_headroom_pct=81.3
export IMPL_antenna_found_initial=0
export IMPL_routability_congestion=0.866
export IMPL_wire_per_inst_um=12.6
export IMPL_wire_length_of_the_first_global_routing_pass_mm=12.6
export IMPL_postCtsHoldBufs=0
export IMPL_fmax_achieved_mhz=327
export IMPL_switchingPower_uw=415
export IMPL_timing_critical_path_from="in2[26]"
export IMPL_report_power_total_uw=1010
export IMPL_drt_iter0_drc=103
export IMPL_detailed_place_area_um2=3910
export IMPL_numSequentialCells=0
export IMPL_drt_antenna_violating_nets=0
export IMPL_layout_clock_buffers=0
export IMPL_power_clock_fraction_pct=0
export IMPL_critical_path_class="input port to primary output"
export IMPL_rows=31
export IMPL_synthesis_area_um2=2260
export IMPL_yosys_stat_area_um2=2260
export IMPL_drive_gt1_share_pct=38.8
export IMPL_num_antenna_cells=0
export IMPL_dr_vias=3295
export IMPL_final_design_area_no_fill_um2=4680
export IMPL_report_final_setup_viol=0
export IMPL_synth_cell_types=54
export IMPL_synthCells=333
export IMPL_finalHoldViolCount=0
export IMPL_drcViolationCount=0
## path summary, 6_finish.rpt
kind / end / cells after the start
setup / recovery: res[29] / 8
hold / removal: res[5] / 5
## through the flow
step	worst slack (ps)	hold WS, ps	utilization [%]	std cells	TNS, ps
after floorplan	599	1310	-	333	0
after global placement	-314	2260	53.6	599	-6210
after detailed placement	-300	2260	53.6	599	-6160
after CTS	-24.8	2020	62.1	617	-24.8
after global routing	-35.8	1900	64.2	625	-70.9
final	42.4	1860	64.2	625	0
## layer usage
metal	vias up	GRT usage, %	wire length, um
li1	1708	-	-
met1	1503	27.6	3810
met2	84	34.2	3740
met3	0	0.284	296
met4	0	0.733	0
met5	-	0	0
## critical path, cell delays in order
cell,delay [ps]
sky130_fd_sc_hd__clkdlybuf4s50_1,410
sky130_fd_sc_hd__ha_2,340
sky130_fd_sc_hd__o21ai_1,100
sky130_fd_sc_hd__buf_4,160
sky130_fd_sc_hd__nor3b_2,170
sky130_fd_sc_hd__mux2i_1,90
sky130_fd_sc_hd__nand2_1,90
sky130_fd_sc_hd__clkdlybuf4s50_1,460
## cells in the mapped netlist, types with 2 or more instances
library cell / n / area (um2)
sky130_fd_sc_hd__a311oi_1: 3 / 26.3
sky130_fd_sc_hd__and3_1: 3 / 18.8
sky130_fd_sc_hd__a211oi_1: 14 / 105
sky130_fd_sc_hd__xnor2_1: 9 / 78.8
sky130_fd_sc_hd__clkbuf_8: 2 / 27.5
sky130_fd_sc_hd__inv_1: 9 / 33.8
sky130_fd_sc_hd__nor3b_1: 4 / 30.0
sky130_fd_sc_hd__buf_6: 3 / 33.8
sky130_fd_sc_hd__xor2_1: 2 / 17.5
sky130_fd_sc_hd__a22oi_1: 4 / 30.0
sky130_fd_sc_hd__nor3_1: 18 / 90.1
sky130_fd_sc_hd__clkbuf_1: 5 / 18.8
sky130_fd_sc_hd__o2111ai_1: 2 / 17.5
sky130_fd_sc_hd__nand2_1: 21 / 78.8
sky130_fd_sc_hd__a21oi_1: 38 / 190
sky130_fd_sc_hd__and2_2: 2 / 15.0
sky130_fd_sc_hd__o31ai_1: 2 / 15.0
sky130_fd_sc_hd__a211o_1: 3 / 26.3
sky130_fd_sc_hd__nor2_1: 19 / 71.3
sky130_fd_sc_hd__a31oi_1: 2 / 12.5
sky130_fd_sc_hd__a21o_1: 17 / 128
sky130_fd_sc_hd__o21ai_0: 10 / 50.1
sky130_fd_sc_hd__o211ai_1: 5 / 37.5
sky130_fd_sc_hd__a2111oi_0: 2 / 17.5
sky130_fd_sc_hd__o21bai_1: 2 / 15.0
sky130_fd_sc_hd__o211a_1: 2 / 20.0
sky130_fd_sc_hd__or3_1: 4 / 25.0
sky130_fd_sc_hd__and2_1: 6 / 37.5
sky130_fd_sc_hd__nand3_1: 18 / 90.1
sky130_fd_sc_hd__a221oi_1: 4 / 35.0
sky130_fd_sc_hd__ha_1: 32 / 400
sky130_fd_sc_hd__or4_1: 8 / 60.1
sky130_fd_sc_hd__nand4_1: 22 / 138
sky130_fd_sc_hd__buf_2: 10 / 50.1
sky130_fd_sc_hd__a21o_2: 2 / 17.5
sky130_fd_sc_hd__nand2b_1: 5 / 31.3
sky130_fd_sc_hd__o41ai_1: 2 / 17.5
## final cells by class
cell class	instances	share of cell area, %
multi-input combinational	302	57.5
inverter	9	0.722
tap	99	2.65
timing repair buffer	215	39.2
## power by group through the flow
| stage | sequential (uW) | clock (uW) | combinational [uW] |
|---|---|---|---|
| CTS | 0 | 0 | 986 |
| global route | 0 | 0 | 1120 |
| finish | 0 | 0 | 1010 |
## kinds of logic after synthesis
| group | count (synthesis) | share of synthesized area (%) |
|---|---|---|
| XOR/XNOR | 11 | 4.26 |
| adder cells (fa/ha/maj) | 33 | 18.6 |
| AND/OR/NAND/NOR | 135 | 32.0 |
| AND-OR/OR-AND | 122 | 37.0 |
| buffers and inverters | 31 | 7.74 |
| multiplexers | 1 | 0.442 |
## repair_timing
action,in CTS,in global routing
pin swaps,60,22
setup endpoints to repair,30,11
gates resized,158,27
setup buffers,18,8
No activity file was given, so power comes from the tool's default toggle rates.
